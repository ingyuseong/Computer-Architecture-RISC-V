==> design/flow/design.v <==
module dport_axi
(
     input           clk_i
    ,input           rst_i
    ,input  [ 31:0]  mem_addr_i
    ,input  [ 31:0]  mem_data_wr_i
    ,input           mem_rd_i
    ,input  [  3:0]  mem_wr_i
    ,input           mem_cacheable_i
    ,input  [ 10:0]  mem_req_tag_i
    ,input           mem_invalidate_i
    ,input           mem_writeback_i
    ,input           mem_flush_i
    ,input           axi_awready_i
    ,input           axi_wready_i
    ,input           axi_bvalid_i
    ,input  [  1:0]  axi_bresp_i
    ,input           axi_arready_i
    ,input           axi_rvalid_i
    ,input  [ 31:0]  axi_rdata_i
    ,input  [  1:0]  axi_rresp_i
    ,output [ 31:0]  mem_data_rd_o
    ,output          mem_accept_o
    ,output          mem_ack_o
    ,output          mem_error_o
    ,output [ 10:0]  mem_resp_tag_o
    ,output          axi_awvalid_o
    ,output [ 31:0]  axi_awaddr_o
    ,output          axi_wvalid_o
    ,output [ 31:0]  axi_wdata_o
    ,output [  3:0]  axi_wstrb_o
    ,output          axi_bready_o
    ,output          axi_arvalid_o
    ,output [ 31:0]  axi_araddr_o
    ,output          axi_rready_o
);
wire          res_accept_w;
wire          req_accept_w;
wire          write_complete_w;
wire          read_complete_w;
reg           request_pending_q;
wire          req_pop_w   = read_complete_w | write_complete_w;
wire          req_valid_w;
wire [69-1:0] req_w;
wire          req_push_w   = (mem_rd_i || mem_wr_i != 4'b0) && res_accept_w;
dport_axi_fifo
#( 
    .WIDTH(32+32+4+1),
    .DEPTH(2),
    .ADDR_W(1)
)
u_req
(
    .clk_i(clk_i),
    .rst_i(rst_i),
    .data_in_i({mem_rd_i, mem_wr_i, mem_data_wr_i, mem_addr_i}),
    .push_i(req_push_w),
    .accept_o(req_accept_w),
    .valid_o(req_valid_w),
    .data_out_o(req_w),
    .pop_i(req_pop_w)
);
assign mem_accept_o = req_accept_w & res_accept_w;
wire res_push_w = (mem_rd_i || mem_wr_i != 4'b0) && req_accept_w;
dport_axi_fifo
#( 
    .WIDTH(11),
    .DEPTH(2),
    .ADDR_W(1)
)
u_resp
(
    .clk_i(clk_i),
    .rst_i(rst_i),
    .data_in_i(mem_req_tag_i),
    .push_i(res_push_w),
    .accept_o(res_accept_w),
    .valid_o(),  
    .data_out_o(mem_resp_tag_o),
    .pop_i(mem_ack_o)
);
assign mem_ack_o   = axi_bvalid_i || axi_rvalid_i;
assign mem_error_o = axi_bvalid_i ? (axi_bresp_i != 2'b0) : (axi_rresp_i != 2'b0);
wire request_in_progress_w = request_pending_q & !mem_ack_o;
wire req_is_read_w  = ((req_valid_w & !request_in_progress_w) ? req_w[68] : 1'b0);
wire req_is_write_w = ((req_valid_w & !request_in_progress_w) ? ~req_w[68] : 1'b0);
reg awvalid_inhibit_q;
reg wvalid_inhibit_q;
always @ (posedge clk_i or posedge rst_i)
if (rst_i)
    awvalid_inhibit_q <= 1'b0;
else if (axi_awvalid_o && axi_awready_i && axi_wvalid_o && !axi_wready_i)
    awvalid_inhibit_q <= 1'b1;
else if (axi_wvalid_o && axi_wready_i)
    awvalid_inhibit_q <= 1'b0;
always @ (posedge clk_i or posedge rst_i)
if (rst_i)
    wvalid_inhibit_q <= 1'b0;
else if (axi_wvalid_o && axi_wready_i && axi_awvalid_o && !axi_awready_i)
    wvalid_inhibit_q <= 1'b1;
else if (axi_awvalid_o && axi_awready_i)
    wvalid_inhibit_q <= 1'b0;
assign axi_awvalid_o = req_is_write_w && !awvalid_inhibit_q;
assign axi_awaddr_o  = {req_w[31:2], 2'b0};
assign axi_wvalid_o  = req_is_write_w && !wvalid_inhibit_q;
assign axi_wdata_o   = req_w[63:32];
assign axi_wstrb_o   = req_w[67:64];
assign axi_bready_o  = 1'b1;
assign write_complete_w = (awvalid_inhibit_q || axi_awready_i) &&
                          (wvalid_inhibit_q || axi_wready_i) && req_is_write_w;
assign axi_arvalid_o = req_is_read_w;
assign axi_araddr_o  = {req_w[31:2], 2'b0};
assign axi_rready_o  = 1'b1;
assign mem_data_rd_o = axi_rdata_i;
assign read_complete_w = axi_arvalid_o && axi_arready_i;
always @ (posedge clk_i or posedge rst_i)
if (rst_i)
    request_pending_q <= 1'b0;
else if (write_complete_w || read_complete_w)
    request_pending_q <= 1'b1;
else if (mem_ack_o)
    request_pending_q <= 1'b0;
endmodule
module dport_axi_fifo
#(
    parameter WIDTH   = 8,
    parameter DEPTH   = 2,
    parameter ADDR_W  = 1
)
(
     input               clk_i
    ,input               rst_i
    ,input  [WIDTH-1:0]  data_in_i
    ,input               push_i
    ,input               pop_i
    ,output [WIDTH-1:0]  data_out_o
    ,output              accept_o
    ,output              valid_o
);
localparam COUNT_W = ADDR_W + 1;
reg [WIDTH-1:0]   ram_q[DEPTH-1:0];
reg [ADDR_W-1:0]  rd_ptr_q;
reg [ADDR_W-1:0]  wr_ptr_q;
reg [COUNT_W-1:0] count_q;
always @ (posedge clk_i or posedge rst_i)
if (rst_i)
begin
    count_q   <= {(COUNT_W) {1'b0}};
    rd_ptr_q  <= {(ADDR_W) {1'b0}};
    wr_ptr_q  <= {(ADDR_W) {1'b0}};
end
else
begin
    if (push_i & accept_o)
    begin
        ram_q[wr_ptr_q] <= data_in_i;
        wr_ptr_q        <= wr_ptr_q + 1;
    end
    if (pop_i & valid_o)
        rd_ptr_q      <= rd_ptr_q + 1;
    if ((push_i & accept_o) & ~(pop_i & valid_o))
        count_q <= count_q + 1;
    else if (~(push_i & accept_o) & (pop_i & valid_o))
        count_q <= count_q - 1;
end
assign valid_o       = (count_q != 0);
assign accept_o      = (count_q != DEPTH);
assign data_out_o    = ram_q[rd_ptr_q];
endmodule
==> design/flow/run.sh <==
#!/bin/bash
# OpenROAD 26Q1-2900-gdf79404cd8, Yosys 0.63+post, stock flow scripts
make -C /OpenROAD-flow-scripts/flow DESIGN_CONFIG=/design/flow/config.mk WORK_HOME=/design/flow/orfs finish
==> design/flow/config.mk <==
export PLATFORM = sky130hd
export DESIGN_NAME = dport_axi
export DESIGN_NICKNAME = dport_axi
export VERILOG_FILES = /design/flow/design.v
export SDC_FILE = /design/flow/constraint.sdc
export NUM_CORES = 4
export LEC_CHECK = 1
export CORE_UTILIZATION = 50
==> design/flow/constraint.sdc <==
current_design dport_axi

set clk_period 7.4
set clk_io_pct 0.2

create_clock -name clk0 -period $clk_period [get_ports {clk_i}]

set non_clock_inputs [all_inputs -no_clocks]
set_input_delay [expr $clk_period * $clk_io_pct] -clock clk0 $non_clock_inputs
set_output_delay [expr $clk_period * $clk_io_pct] -clock clk0 [all_outputs]
==> results.json <==
{
  "outcome": "finished clean",
  "synth_area_per_cell_um2": 18.3,
  "postCtsSetupBuffers": 0,
  "antenna_found_initial": 0,
  "area_leaders": "edfxtp_1, mux2_2, buf_4, dfrtp_1, xor2_1",
  "diodes": 0,
  "ios": 278,
  "dr.pass1.iters": 4,
  "synth_flops": 167,
  "yosysWarnings": 5,
  "layout_top_cell": "clkdlybuf4s50_1",
  "mux_share_pct": 13.2,
  "synth_adder_area_share_pct": 0.371,
  "critical_path_arrival_ns": 2.99,
  "clkTransAtPathRegs_ns": 0.06,
  "synthSimpleGateAreaFrac_pct": 1.58,
  "rsz0062_at_grt": "false",
  "drc_errors": 0,
  "total_power_mw": 3.30,
  "fmax_mhz": 224,
  "die-area_mm2": 0.0140,
  "slew_headroom_pct": 56.3,
  "cp.required_ns": 5.92,
  "drive_gt1_share_pct": 22.0,
  "post-route-util_pct": 68.2,
  "xor_share_pct": 1.30,
  "grt_use_total_pct": 18.3,
  "whs_ns": 0.498,
  "ys.flop_type": "edfxtp_1",
  "fin_crit_sh_pct": 60.3,
  "lay_top_cells": "clkdlybuf4s50_1, edfxtp_1, mux2_2, clkbuf_16, dfrtp_1",
  "cts_buffer_depth": 2,
  "warnings": 32,
  "edf_count": 156,
  "leakagePower_nw": 3.10,
  "skew_ns": 0.00468,
  "yosysTopAreaCellShare_pct": 69.4,
  "grt_pass1_vias": 3468,
  "fp.dieH_um": 118,
  "dp.cells": 677,
  "tritoncts": "built",
  "pre_cts_ws_ns": 2.95,
  "root_buffer": "clkbuf_16",
  "hold_viol": 0,
  "final_cells": 708,
  "crit_path_start_kind": "input pin",
  "synth.logic.top_family": "multiplexers",
  "ys_cells": 368,
  "port_buffers": 201,
  "worst_slack_ns": 2.93,
  "setup_tns_ns": 0,
  "core_mm2": 0.0132,
  "cts_hold_buf": 0,
  "cp-end-kind": "output port",
  "place_congestion": 0.817,
  "grt_pass1_wl_mm": 17.9,
  "setup_viol": 0,
  "period_minus_slack_ns": 4.47,
  "via_per_inst": 4.95,
  "grt_start_max_net_pins": 49,
  "yosysTopAreaCell": "edfxtp_1",
  "fillers": 906,
  "power_density_mw_per_mm2": 367,
  "routed_wl_mm": 11.2,
  "dp_hpwl_mm": 7.27,
  "cp_max_fo": 4,
  "wire_per_inst_um": 15.9,
  "vias": 3505,
  "cap_violations": 0,
  "worst_pin_slew_ns": 0.655,
  "yosys.cell_types.count": 29,
  "rows": 42,
  "asyncSetResetFlopFracSynth_pct": 6.59,
  "h-tree-depth": 4,
  "place_area_mm2": 0.00848,
  "clock_latency_ns": 0.41,
  "syn2layout_area_growth_pct": 33.4,
  "max-vdd-ir-drop_mv": 0.166,
  "maxSlewViolCount": 0,
  "cts_buffers": 17,
  "synth_area_mm2": 0.00675,
  "post_cts_resized": 0,
  "gr-total-overflow": 0,
  "synth_seq_share_pct": 73.5,
  "compound_area_share_pct": 1.43,
  "postRouteAntennaNets": 0,
  "initCoreUtil_pct": 51.1,
  "cts.sink_count": 167,
  "netlist_instances": 368,
  "die_x_um": 118,
  "critPathKind": "input pin to output port",
  "first_iter_violations": 196,
  "ys_chip_area_mm2": 0.00675,
  "hold_path_class": "register to register",
  "stdcell_area_mm2": 0.00900
}
[state kept, by name, summed over array words and instances (netlist names), 2 cells and up]
name and count:
u_resp.ram_q 22, u_req.count_q 2, u_resp.count_q 2, u_req.ram_q 134
[cell usage after synthesis, drive strengths merged, types with 2 or more instances]
| library cell | instances |
|---|---|
| o21a | 2 |
| nor3b | 4 |
| ha | 2 |
| conb | 2 |
| o21ai | 2 |
| buf | 77 |
| xor2 | 6 |
| mux2 | 77 |
| inv | 3 |
| dfrtp | 11 |
| edfxtp | 156 |
| and3 | 2 |
| xnor2 | 4 |
| nor2 | 6 |
| a2bb2oi | 2 |
[critical path, stage by stage]
cell             delay [ns]
clkdlybuf4s50_1        0.45
or3b_1                 0.42
o211ai_2               0.13
nor2_1                 0.10
clkdlybuf4s50_1        0.42
[path summary, 6_finish.rpt]
kind / from / to / slack, ns / cells after the start
min in group asynchronous: rst_i / u_req.wr_ptr_q / 1.48 / 2
max in group asynchronous: rst_i / u_req.rd_ptr_q / 5.56 / 2
worst min-delay path: u_resp.wr_ptr_q / u_resp.wr_ptr_q / 0.50 / 1
worst min register to register: u_resp.wr_ptr_q / u_resp.wr_ptr_q / 0.50 / 1
worst max-delay path: axi_bvalid_i / axi_wvalid_o / 2.93 / 5
worst max register to register: u_req.count_q[0] / u_req.ram_q[0][12] / 4.79 / 6
[cell type report]
type,count,area (um2),area share [%]
Clock inverter,13,90.1,1.00
Multi-Input combinational cell,125,1240,13.8
Inverter,3,11.3,0.125
Clock buffer,18,429,4.77
Sequential cell,167,4960,55.1
Timing Repair Buffer,206,2050,22.8
Tap cell,176,220,2.45
[cells by family (layout without fill, tap and decap cells)]
family / after synthesis / in the layout
flops: 167 / 167
buf+inv: 80 / 240
mux: 78 / 78
simple gates: 18 / 18
compound gates: 11 / 11
xor+xnor: 10 / 10
fa+ha+maj: 2 / 2
other cells: 2 / 6
[per-layer routing]
layer  vias up  global-route usage [%]  routed length (um)
li1       1606                       -                   -
met2       172                    26.1                5400
met1      1717                    31.7                4790
met5         -                       0                   0
met3        10                    6.89                 945
met4         0                    2.56                 103
[power by group]
| group | internal (mW) | switching [mW] |
|---|---|---|
| registers | 1.30 | 0.0992 |
| logic | 0.765 | 0.366 |
| clock network | 0.451 | 0.324 |
